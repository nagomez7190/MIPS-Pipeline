==> ./config.mk <==
export PLATFORM = sky130hd
export DESIGN_NAME = IF_Stage
export DESIGN_NICKNAME = IF_Stage
export VERILOG_FILES = /design/flow/design.v
export SDC_FILE = /design/flow/constraint.sdc
export NUM_CORES = 4
export LEC_CHECK = 1
export CORE_UTILIZATION = 30
==> ./constraint.sdc <==
current_design IF_Stage

set clk_period 5.1
set clk_io_pct 0.2

create_clock -name clk0 -period $clk_period [get_ports {clk}]

set non_clock_inputs [all_inputs -no_clocks]
set_input_delay [expr $clk_period * $clk_io_pct] -clock clk0 $non_clock_inputs
set_output_delay [expr $clk_period * $clk_io_pct] -clock clk0 [all_outputs]
==> ./design.v <==
`timescale 1ns / 1ps
module IF_ID(
    input clk, 
    input reset,
    input [31:0] npc_in, 
    input [31:0] instruction_in,
    output reg [31:0] npc_out, instruction_out
);
    always @(posedge clk or posedge reset) begin
        if (reset) begin
            npc_out <= 32'b0;
            instruction_out <= 32'b0;
        end else begin
            npc_out <= npc_in;
            instruction_out <= instruction_in;
        end
    end
endmodule
`timescale 1ns / 1ps
module IF_Stage(
    input clk,
    input reset,
    input pcsrc,          
    output [31:0] pc_out,  
    output [31:0] if_id_ir,  
    output [31:0] if_id_npc  
);
    wire [31:0] pc, npc, instruc, mux_out;
    ProgramCounter pc_reg(
        .clk(clk),
        .reset(reset),
        .pc_in(mux_out),  
        .pc_out(pc)       
    );
    InstructMem imem(
        .add(pc[6:0]),       
        .instruc(instruc)    
    );
    Incrementor_by_4 inc(
        .pc_in(pc),          
        .pc_out(npc)         
    );
    mux NAG(
        .a(npc),             
        .b(32'b0),           
        .sel(pcsrc),         
        .y(mux_out)          
    );
    IF_ID if_id(
        .clk(clk),
        .reset(reset),
        .npc_in(npc),          
        .instruction_in(instruc),  
        .npc_out(if_id_npc),      
        .instruction_out(if_id_ir)  
    );
    assign pc_out = pc;  
endmodule
`timescale 1ns / 1ps
module Incrementor_by_4(
    input [31:0] pc_in,
    output reg [31:0] pc_out
    );
    always @(*) begin
        pc_out = pc_in + 4;
    end
endmodule
`timescale 1ns / 1ps
module InstructMem(
    input [6:0] add,
    output reg [31:0] instruc
    );
     reg [31:0] mem [0:127]; 
     integer i;
    initial begin
        mem[0]  = 32'h20080001;  
        mem[1]  = 32'h8C090004;  
        mem[2]  = 32'h01094020;  
        mem[3]  = 32'hAC080008;  
        mem[4]  = 32'h08000003;  
        mem[5]  = 32'h20080002;  
        mem[6]  = 32'h8C090008;  
        mem[7]  = 32'h01094820;  
        mem[8]  = 32'hAC08000C;  
        mem[9]  = 32'h08000006;  
        for (i = 10; i < 128; i = i + 1) begin
            mem[i] = 32'b0;
        end
    end
    always @(add) begin
        instruc = mem[add >> 2]; 
    end
endmodule
`timescale 1ns / 1ps
module ProgramCounter(
    input clk,            
    input reset,         
    input [31:0] pc_in,   
    output reg [31:0] pc_out 
);
    always @(posedge clk or posedge reset) begin
        if (reset)
            pc_out <= 32'b0; 
        else
            pc_out <= pc_in; 
    end
endmodule
`timescale 1ns / 1ps
module mux(
    input [31:0] a,
    input [31:0] b,
    input sel,
    output reg [31:0] y
  );  
  always @(*) begin
    if(sel)
        y = b;
    else
        y = a;
  end
endmodule
==> ./run.sh <==
#!/bin/bash
# OpenROAD 26Q1-2900-gdf79404cd8, Yosys 0.63+post, stock flow scripts
make -C /OpenROAD-flow-scripts/flow DESIGN_CONFIG=/design/flow/config.mk WORK_HOME=/design/flow/orfs finish
==> flow_metrics.tcl <==
# flow metrics
set metrics [dict create \
    status "complete, no violations" \
    cpPeakStageDelay_ns 0.74 \
    chip_area_sq_mm 0.0107 \
    cp_num_buf_inv 1 \
    place_congestion 0.814 \
    hold_slack_ns 0.532 \
    syn-cell-area_sq_mm 0.00309 \
    grt_pass1_vias 1999 \
    cts_tree "built" \
    yosys_warnings 5 \
    cts_hold_buf 0 \
    cp.arrival_ns 1.66 \
    drc 0 \
    post_cts_buffers 0 \
    finalSetupViolCount 0 \
    fin_crit_sh_pct 52.6 \
    dr.max_layer_used "met4" \
    dieHeight_um 103 \
    timing.rr.end "pc_reg.pc_out[19]$_DFF_PP0_" \
    layout_top_cell "clkdlybuf4s50_1" \
    core-area_sq_mm 0.00986 \
    reg2reg_depth 4 \
    fmax_mhz 373 \
    path_depth 1 \
    met3_length_um 355 \
    grt.total_usage_pct 12.5 \
    ff_type "dfrtp_1" \
    cp_max_fo 18 \
    cts_buffers 9 \
    setup_slack_ns 2.42 \
    relSlewSlack_pct 50.9 \
    cts_resized 0 \
    drtIter0Drc 90 \
    worst_pin_slew_ns 0.736 \
    slowest_stage "dfrtp_1" \
    hold_path.class "reg -> reg" \
    firstDrtPassIters 4 \
    tns_ns 0 \
    area_delta_synth_final_pct 31.3 \
    top_cells_by_area "dfrtp_1 (58%), buf_4 (6.3%), nor2b_1 (3.6%), a21oi_1 (3.2%), xnor2_1 (3.1%)" \
    ys_area_sq_mm 0.00309 \
    drv_cap 0 \
    synth_cell_types 37 \
    ioPinCount 99 \
    vias 2196 \
    fillCellCount 927 \
    ys_seq_share_pct 57.6 \
    ys_cells 278 \
    crit_path_cell_trace "clkdlybuf4s50_1" \
    cp_top_family "flip-flops" \
    grt_max_degree 62 \
    ir_worst_vdd_mv 0.113 \
    finalHoldViolCount 0 \
    critPathCaptureType "output pin" \
    p_leak_nw 1.80 \
    top_area_cell "dfrtp_1" \
    slew_violations 0 \
    synth-edff-count 0 \
    wl_met2_um 2680 \
    clock_skew_ns 0.00688 \
    critPathRequiredTime_ns 4.08 \
    dpl.hpwl_um 4450 \
    clk_pin_slew_ns 0.07 \
    final_cell_mix "clkdlybuf4s50_1 (76), dfrtp_1 (71), nand2_1 (23), conb_1 (22), a21oi_1 (20)" \
    clockRootBuffer "clkbuf_8" \
    synthArstFlopShare_pct 100 \
    clockBufferDepth 2 \
    row_count 36 \
    diodes 0 \
    yosys.area.top_type_share_pct 57.6 \
    antenna_found_initial 0 \
    critPathKind "reg -> out" \
    min_period_ns 2.68 \
    synth-seq-cells 71 \
    wl_per_cell_um 13.0 \
    holdCritStartpoint "pc_reg.pc_out[16]$_DFF_PP0_" \
    rsz0062_at_grt "false" \
    place_ws_ns 2.69 \
    ant_nets 0 \
    hold_depth 1 \
    worst_setup_path_start_kind "flop" \
    hold_end "if_id.npc_out[16]$_DFF_PP0_" \
    rrSetupSlack_ns 2.67 \
    syn_inst 278 \
    totalWireLength_um 6390 \
    power_density_mw_per_mm2 258 \
    clk_latency_ns 0.33 \
    die_w_um 103 \
    io_buffers 76 \
    htreeDepth 3 \
    wl_met1_um 3220 \
    clkSinkCount 71 \
    viasPerCell 4.47 \
    grt_pass1_wl_um 10100 \
    floorplan.core_util_pct 31.3 \
    rr_startpoint "pc_reg.pc_out[6]$_DFF_PP0_" \
    syn_area_per_cell_sq_um 11.1 \
    drive_gt1_share_pct 6.15 \
    warning_count 28 \
    grt-ovfl-total 0 \
]
kinds of logic (layout without fill, tap and decap cells):
family | Yosys count | in the layout | share of synthesized area [%]
buffers and inverters | 42 | 101 | 8.31
adders and majority gates | 5 | 5 | 2.03
other | 1 | 22 | 0.122
xor gates and xnor gates | 14 | 14 | 3.97
and+or+nand+nor | 104 | 104 | 19.5
DFF | 71 | 71 | 57.6
muxes | 4 | 4 | 1.38
AOI/OAI and AO/OA | 37 | 37 | 7.10
state kept, by name, summed over array words and instances (netlist names):
register / cells
pc_reg.pc_out: 30
if_id.npc_out: 30
if_id.instruction_out: 11
report_power, final:
| part | leakage (nW) | internal (W) | switching, W |
|---|---|---|---|
| Sequential | 0.967 | 0.000576 | 0.00000945 |
| Clock | 0.0894 | 0.000202 | 0.000192 |
| Combinational | 0.745 | 0.0000392 | 0.0000283 |
per-stage QoR:
| stage | instances | instance area (sq um) | power [W] | utilization, % |
|---|---|---|---|---|
| 2_1_floorplan | 299 | 3160 | 0.000637 | - |
| 3_3_place_gp | 475 | 3880 | 0.000667 | 39.3 |
| 3_5_place_dp | 475 | 3880 | 0.000667 | 39.3 |
| 4_1_cts | 491 | 4050 | 0.00106 | 41.1 |
| 5_1_grt | 491 | 4050 | 0.00110 | 41.1 |
| 6_report | 491 | 4050 | 0.00105 | 41.1 |
layout make-up:
cell class | instances | area [sq um] | area share (%)
Clock inverter | 3 | 17.5 | 0.432
Sequential cell | 71 | 1780 | 43.8
Timing Repair Buffer | 78 | 776 | 19.1
Inverter | 7 | 26.3 | 0.648
Clock buffer | 13 | 159 | 3.92
Tap cell | 133 | 166 | 4.11
Multi-Input combinational cell | 186 | 1130 | 27.9
worst max path at each step:
stage / end / startpoint / slack [ns]
4_1_cts: pc_out[6] / pc_reg.pc_out[6]$_DFF_PP0_ / 2.40
5_1_grt: pc_out[6] / pc_reg.pc_out[6]$_DFF_PP0_ / 2.32
6_report: pc_out[6] / pc_reg.pc_out[6]$_DFF_PP0_ / 2.42
per-layer routing:
layer | global-route usage, % | vias to the layer above
met5 | 0 | -
li1 | - | 1068
met4 | 3.03 | 0
met1 | 21.3 | 1045
met3 | 2.19 | 12
met2 | 16.8 | 71
cells in the mapped netlist, types with 4 or more instances:
| cell | number |
|---|---|
| nand2b_1 | 4 |
| inv_1 | 7 |
| nand2_1 | 23 |
| nor2b_1 | 18 |
| xnor2_1 | 11 |
| buf_4 | 26 |
| dfrtp_1 | 71 |
| ha_1 | 5 |
| a21oi_1 | 20 |
| nor2_1 | 7 |
| nand4_1 | 10 |
| nand3_1 | 9 |
| o21ai_0 | 4 |
| and4_1 | 4 |
| o31ai_1 | 8 |
| clkbuf_1 | 7 |
| or4_1 | 9 |
Power and IR drop assume default switching activity.
