File: /design/flow/config.mk
export PLATFORM = sky130hd
export DESIGN_NAME = EX_Stage
export DESIGN_NICKNAME = EX_Stage
export VERILOG_FILES = /design/flow/design.v
export SDC_FILE = /design/flow/constraint.sdc
export NUM_CORES = 4
export LEC_CHECK = 1
export CORE_UTILIZATION = 50
File: /design/flow/constraint.sdc
current_design EX_Stage

set clk_period 1.0
set clk_io_pct 0.2

create_clock -name clk0 -period $clk_period [get_ports {clk}]

set non_clock_inputs [all_inputs -no_clocks]
set_input_delay [expr $clk_period * $clk_io_pct] -clock clk0 $non_clock_inputs
set_output_delay [expr $clk_period * $clk_io_pct] -clock clk0 [all_outputs]
File: /design/flow/design.v
`timescale 1ns / 1ps
module ALU (
    input [31:0] A,
    input [31:0] B,
    input [2:0] control,
    output reg [31:0] result,
    output reg zero
);
    always @(*) begin
        case (control)
            3'b000: result = A & B;  
            3'b001: result = A | B;  
            3'b010: result = A + B;  
            3'b110: result = A - B;  
            3'b111: result = (A < B) ? 32'b1 : 32'b0;  
            default: result = 32'b0;  
        endcase
        zero = (result == 32'b0) ? 1'b1 : 1'b0;  
    end
endmodule
`timescale 1ns / 1ps
module Adder (
    input [31:0] add_in1,
    input [31:0] add_in2,
    output [31:0] add_out
);
    assign add_out = add_in1 + add_in2;
endmodule
`timescale 1ns / 1ps
module EX_MEM (
    input clk,
    input reset,                         
    input [70:0] ex_mem_bundle_in,       
    output reg [70:0] ex_mem_bundle_out  
);
    always @(posedge clk or posedge reset) begin
        if (reset) begin
            ex_mem_bundle_out <= 71'b0;  
        end else begin
            ex_mem_bundle_out <= ex_mem_bundle_in;  
        end
    end
endmodule
`timescale 1ns / 1ps
module EX_Stage (
    input clk,
    input reset,
    input [143:0] id_ex_bundle,   
    output [70:0] ex_mem_bundle   
);
    wire [8:0] control_signals = id_ex_bundle[143:135];
    wire [31:0] alu_input1 = id_ex_bundle[102:71];
    wire [31:0] alu_input2 = id_ex_bundle[70:39];
    wire [31:0] branch_target = id_ex_bundle[134:103];
    wire [4:0] reg_dest = id_ex_bundle[6:2];
    wire [31:0] alu_result;
    wire alu_zero;
    ALU GREEN (
        .A(alu_input1),
        .B(alu_input2),
        .control(control_signals[3:1]),  
        .result(alu_result),
        .zero(alu_zero)
    );
    Adder RED (
        .add_in1(branch_target),
        .add_in2(alu_input2),  
        .add_out(branch_target)
    );
    EX_MEM BAMF (
        .clk(clk),
        .reset(reset),
        .ex_mem_bundle_in({control_signals[8:4], alu_result, alu_zero, reg_dest}),  
        .ex_mem_bundle_out(ex_mem_bundle)
    );
endmodule
File: /design/flow/run.sh
#!/bin/bash
# OpenROAD 26Q1-2900-gdf79404cd8, Yosys 0.63+post, stock flow scripts
make -C /OpenROAD-flow-scripts/flow DESIGN_CONFIG=/design/flow/config.mk WORK_HOME=/design/flow/orfs finish
==> impl_metrics.yaml <==
# flow metrics
run_status:
  status: "stopped before the end"
  haltStage: "global routing (5_1_grt)"
  stop_error: "[ERROR GRT-0116] Global routing finished with congestion. Check the congestion regions in the DRC Viewer."
grt:
  grt_usage: 0.730
  grt_pass1_vias: 10700
  grt_max_degree: 23
  grt_pass1_wl_um: 68700
  gr-total-overflow: 2
synthesis:
  ys.flops: 43
  syn_avg_cell_area_um2: 7.66
  ys_seq_frac: 0.164
  ys_area_um2: 6550
  synth-edff-count: 0
  synth.distinct_cells: 79
  syn_inst: 855
  synth_area_um2: 6550
  synth-async-reset-ratio: 1.00
  ff_type: "dfrtp_1"
  yosysWarnings: 3
  ys_cells: 855
floorplanning:
  die_y_um: 116
  row_count: 41
  die_w_um: 116
  fp-utilization: 0.517
  design.portCount: 217
clock_network:
  cts_buffers: 5
  cts_hold_buf: 0
  cts_buffer_depth: 2
  cts.sinks: 43
  h-tree-depth: 2
  cts_root_buffer: "clkbuf_16"
placement:
  place_congestion: 1.09
  io_buffers: 121
  dp_hpwl_um: 22000
-- Yosys cell counts, drive strengths merged (6+ instances only) --
cell type | count | area [um^2]
a211oi | 12 | 95.1
nand4 | 6 | 37.5
nor3 | 20 | 100
inv | 98 | 368
nand2b | 13 | 81.3
or4 | 8 | 60.1
ha | 109 | 1360
mux2i | 6 | 60.1
a31oi | 15 | 93.8
nor2 | 53 | 199
o31ai | 14 | 105
o211ai | 8 | 60.1
nand3 | 14 | 70.1
xnor2 | 25 | 219
o221ai | 6 | 52.6
nor4 | 17 | 113
a2111oi | 7 | 61.3
and3 | 9 | 56.3
o21bai | 6 | 45.0
o21ai | 41 | 209
a41oi | 6 | 52.6
clkbuf | 32 | 120
buf | 39 | 273
a21oi | 66 | 342
a211o | 6 | 52.6
o21a | 6 | 45.0
o22ai | 12 | 75.1
nand2 | 58 | 218
a221oi | 9 | 85.1
dfrtp | 43 | 1080
a21o | 14 | 108
or3 | 6 | 37.5
-- routing by layer --
layer  overflow  track usage
met1          0        0.785
met2          1        0.848
met3          1        0.624
met5          0        0.448
met4          0        0.581
-- logic make-up after synthesis --
kind of cell | after synthesis | share of synthesized area
AOI/OAI and AO/OA | 270 | 0.284
and+or+nand+nor | 226 | 0.172
buffers and inverters | 170 | 0.117
adders and majority gates | 111 | 0.214
DFF | 43 | 0.164
xor gates and xnor gates | 26 | 0.0348
muxes | 8 | 0.0126
other | 1 | 0.000573
-- through the flow --
step	setup slack [ns]	hold slack (ns)	instance area, um^2	total power (uW)	std cells
4_1_cts	-2.76	0.353	12000	10500	1512
3_5_place_dp	-3.40	0.628	10900	7820	1451
3_3_place_gp	-3.32	0.614	10900	7650	1451
2_1_floorplan	-2.41	0.198	7280	4760	882
-- timing repair --
item,CTS
buffers inserted,56
resized,428
pin swaps,104
setup endpoints to repair,76
No activity file was given, so power comes from the tool's default toggle rates.
