$ cat ./config.mk
export PLATFORM = sky130hd
export DESIGN_NAME = ID_Stage
export DESIGN_NICKNAME = ID_Stage
export VERILOG_FILES = /design/flow/design.v
export SDC_FILE = /design/flow/constraint.sdc
export NUM_CORES = 4
export LEC_CHECK = 1
export CORE_AREA = 10 10 111 111
export DIE_AREA = 0 0 121 121
$ cat ./constraint.sdc
current_design ID_Stage

set clk_period 1.0
set clk_io_pct 0.2

create_clock -name clk0 -period $clk_period [get_ports {clk}]

set non_clock_inputs [all_inputs -no_clocks]
set_input_delay [expr $clk_period * $clk_io_pct] -clock clk0 $non_clock_inputs
set_output_delay [expr $clk_period * $clk_io_pct] -clock clk0 [all_outputs]
$ cat ./design.v
`timescale 1ns / 1ps
module Control (
    input [5:0] opcode,
    output reg [8:0] control_bits  
);
    always @(*) begin
        case (opcode)
            6'b000000: control_bits = 9'b110000010;  
            6'b100011: control_bits = 9'b011001000;  
            6'b101011: control_bits = 9'bX1X010000;  
            6'b000100: control_bits = 9'bX0X100001;  
            default:   control_bits = 9'b000000000;  
        endcase
    end
endmodule
`timescale 1ns / 1ps
module ID_Stage (
    input clk,
    input reset,
    input [63:0] if_id_bundle,    
    output reg [143:0] id_ex_bundle  
);
    wire [8:0] control_signals;
    wire [31:0] npc, read_data1, read_data2, sign_ext;
    wire [4:0] instr_2016, instr_1511;
    assign npc = if_id_bundle[63:32];
    assign instr_2016 = if_id_bundle[20:16];
    assign instr_1511 = if_id_bundle[15:11];
    Control Chim (
        .opcode(if_id_bundle[31:26]),
        .control_bits(control_signals)
    );
    REG_File LUF (
        .clk(clk),
        .reg_write(control_signals[0]),
        .rs(if_id_bundle[25:21]),
        .rt(if_id_bundle[20:16]),
        .rd(instr_1511),
        .write_data(32'b0),  
        .read_data1(read_data1),
        .read_data2(read_data2)
    );
    Sign_Extend Tom (
        .imm(if_id_bundle[15:0]),
        .sign_ext(sign_ext)
    );
    always @(posedge clk or posedge reset) begin
        if (reset) begin
            id_ex_bundle <= 144'b0;  
        end else begin
            id_ex_bundle <= {control_signals, npc, read_data1, read_data2, sign_ext, instr_2016, instr_1511};
        end
    end
endmodule
`timescale 1ns / 1ps
module REG_File (
    input clk,
    input reg_write,                
    input [4:0] rs,                 
    input [4:0] rt,                 
    input [4:0] rd,                 
    input [31:0] write_data,        
    output [31:0] read_data1,       
    output [31:0] read_data2        
);
    reg [31:0] registers [0:31];    
    integer i;
    initial begin
        for (i = 0; i < 32; i = i + 1) begin
            registers[i] = 32'b0;
        end
    end
    assign read_data1 = registers[rs];
    assign read_data2 = registers[rt];
    always @(posedge clk) begin
        if (reg_write && rd != 5'b00000) begin
            registers[rd] <= write_data;
        end
    end
endmodule
`timescale 1ns / 1ps
module Sign_Extend (
    input [15:0] imm,
    output [31:0] sign_ext
);
    assign sign_ext = {{16{imm[15]}}, imm};  
endmodule
$ cat ./run.sh
#!/bin/bash
# OpenROAD 26Q1-2900-gdf79404cd8, Yosys 0.63+post, stock flow scripts
make -C /OpenROAD-flow-scripts/flow DESIGN_CONFIG=/design/flow/config.mk WORK_HOME=/design/flow/orfs finish
==> impl_metrics.csv <==
group,metric,value,unit
run_status,status,"finished with violations",
run_status,failed_checks,"setup timing",
clocking,clk_path_buf_depth,2,
final_layout,nFillCells,971,
die,rows,36,
place,place.gp.congestion,0.778,
power,cellPowerDensity,1570,mW/mm2
detailed_routing,ant_nets,0,
logic_synthesis,yosys_warnings,3,
final_layout,regMostFlops,"id_ex_bundle",
global_routing,met3_usage,5.48,%
final_layout,final_cells,431,
min_path,holdCritPathClass,"input pin to async pin",
sta,slew_violations,0,
sta,setup_violations,59,
place,dp_slack,-0.417,ns
final_layout,ff_latch_area,0.00143,mm2
final_layout,comb_area,294,um2
logic_synthesis,ys_types,9,
global_routing,grt-ovfl-total,0,
final_layout,drive_gt1_share,37.4,%
global_routing,grt_pass1_vias,1618,
sta,setup_tns,-6.47,ns
die,die_w,121,um
clocking,postCtsHoldBufs,0,
clocking,clk_pin_slew,0.07,ns
setup_path,critPathKind,"flip-flop to output pin",
place,port_buffers,139,
clocking,cts_buffers,9,
place,post-dp-hpwl,5.37,mm
logic_synthesis,yosysChipArea,0.00214,mm2
global_routing,grt_first_pass_wirelength,9.44,mm
clocking,clockRootBuffer,"clkbuf_8",
logic_synthesis,ys.flops,57,
global_routing,grt_usage,8.31,%
setup_path,endpoint_kind,"output pin",
sta,clock.fmax,710,MHz
power,p_leak,1.70,nW
logic_synthesis,postSynthCellCount,152,
sta,rsz0062_at_grt,"yes",
global_routing,grtUsageMet1,9.18,%
die,core_area,0.00986,mm2
run,tool_warnings,32,
sta,fin_ws,-0.409,ns
clocking,cts_tree,"built",
detailed_routing,via_per_inst,3.16,
die,fp.dieH,121,um
setup_path,crit_start,"id_ex_bundle[41]",
global_routing,grt_start_max_net_pins,28,
final_layout,utilization,34.7,%
setup_path,endpoint,"id_ex_bundle[33]",
detailed_routing,wire_per_inst,15.6,um
final_layout,largest_reg_flops,57,
clocking,cts_sinks,57,
final_layout,most-common-layout-cells,"conb_1 (65), buf_2 (63), dfrtp_1 (57), clkdlybuf4s50_1 (57), buf_6 (21)",
sta,hold_violations,0,
setup_path,crit_fanout,3,
setup_path,setup.worst_path.start_class,"flip-flop",
final_layout,syn_to_final_growth,60.1,%
global_routing,antenna_found_initial,2,
logic_synthesis,synth_seq_share,66.7,%
sta,layout_min_cycle_time,1.41,ns
die,die_area,0.0146,mm2
global_routing,busiest_layer,"met2",
run,maxCapViolations,0,
setup_path,cp.arrival,1.21,ns
detailed_routing,vias,1362,
logic_synthesis,ys_cells,152,
final_layout,mostFrequentLayoutCell,"conb_1",
sta,min_period_over_period,141,%
logic_synthesis,synth_area,0.00214,mm2
power,vdd_drop_max,648,uV
die,pin_count,210,
global_routing,met2_usage,13.3,%
detailed_routing,drt_iter0_drc,34,
detailed_routing,drc,0,
setup_path,crit_required,0.80,ns
final_layout,top_regs,"id_ex_bundle: 57 flops",
logic_synthesis,avgSynthCellArea,14.1,um2
clocking,h-tree-depth,3,
die,fp_util,21.7,%
detailed_routing,dr.pass1.iters,3,
detailed_routing,drt_wl_total,6.72,mm
place,dp_cells,406,
[synth_stat cells]
library cell  instances  share of area, %
buf_4                87                31
dfrtp_1              57                67
nor3_1                2              0.47
conb_1                1              0.18
inv_1                 1              0.18
nand4b_1              1              0.41
nor3b_1               1              0.35
nor3b_2               1              0.59
or4_4                 1              0.53
[cell type report]
| class | instances | area share [%] |
|---|---|---|
| Tap cell | 133 | 4.86 |
| Timing Repair Buffer | 152 | 38.2 |
| Multi-Input combinational cell | 71 | 8.60 |
| Clock buffer | 9 | 3.62 |
| Antenna cell | 1 | 0.0732 |
| Clock inverter | 7 | 2.74 |
| Inverter | 1 | 0.219 |
| Sequential cell | 57 | 41.7 |
[power breakdown]
group	internal (mW)	switching [mW]
Combinational	0.417	0.172
Clock	1.40	0.946
Sequential	2.41	0.0263
[worst max-delay path, cell delays in order (launching register included)]
cell and delay [ns]:
dfrtp_1 0.40, buf_6 0.14, buf_16 0.12, buf_6 0.11, buf_6 0.10
[what timing repair did]
action	CTS	global route
endpoints found under the setup margin	81	79
resized	272	5
gates cloned	3	0
setup buffers	5	0
pin swaps	2	0
[worst min path at each step]
stage                 startpoint                end  slack [ns]
final                      reset    id_ex_bundle[5]        0.26
after CTS                  reset    id_ex_bundle[5]        0.25
after global routing       reset  id_ex_bundle[125]        0.26
[per-stage QoR]
stage	hold WS (ns)	power, mW	instance area (um2)
global placement	0.623	3.14	3360
floorplan	0.231	2.73	2380
CTS	0.245	5.49	3390
global route	0.259	5.69	3420
finish	0.261	5.38	3420
detailed placement	0.627	3.14	3360
[kinds of logic (layout without fill, tap and decap cells)]
kind of cell / count (synthesis) / after routing / synth area share (%)
buffers and inverters: 88 / 169 / 30.7
AND/OR/NAND/NOR: 6 / 6 / 2.34
other: 1 / 66 / 0.175
flip-flops: 57 / 57 / 66.7
[per-layer routing]
metal / part of all wire, % / wire length, um
met1: 36 / 2420
met2: 47 / 3160
met3: 15 / 1010
met4: 2.0 / 133
met5: 0 / 0
Power figures rest on the tool's default switching activity, not on a simulated workload.
